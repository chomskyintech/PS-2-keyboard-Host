### run.sh
#!/bin/bash
# OpenROAD 26Q1-2900-gdf79404cd8, Yosys 0.63+post, stock flow scripts
make -C /OpenROAD-flow-scripts/flow DESIGN_CONFIG=/design/flow/config.mk WORK_HOME=/design/flow/orfs finish
### config.mk
export PLATFORM = sky130hd
export DESIGN_NAME = fsm
export DESIGN_NICKNAME = fsm
export VERILOG_FILES = /design/flow/design.v
export SDC_FILE = /design/flow/constraint.sdc
export NUM_CORES = 4
export LEC_CHECK = 1
export CORE_AREA = 10 10 70 70
export DIE_AREA = 0 0 80 80
### constraint.sdc
current_design fsm

set clk_period 1.8
set clk_io_pct 0.2

create_clock -name clk0 -period $clk_period [get_ports {clk}]

set non_clock_inputs [all_inputs -no_clocks]
set_input_delay [expr $clk_period * $clk_io_pct] -clock clk0 $non_clock_inputs
set_output_delay [expr $clk_period * $clk_io_pct] -clock clk0 [all_outputs]
### design.v
`timescale 1ns / 1ps
module fsm (
    output reg  shift,
    output reg  write,
    input  wire expired,
    input  wire okay,
    input  wire ps2_edge,
    input  wire clk,
    input  wire rst
);
    localparam [1:0] S_IDLE  = 2'd0;
    localparam [1:0] S_SHIFT = 2'd1;
    localparam [1:0] S_CHECK = 2'd2;
    reg [1:0] state, next_state;
    reg [3:0] bit_cnt, next_bit_cnt;
    always @(*) begin
        next_state   = state;
        next_bit_cnt = bit_cnt;
        shift = 1'b0;
        write = 1'b0;
        case (state)
            S_IDLE: begin
                next_bit_cnt = 4'd0;
                if (ps2_edge) begin
                    shift        = 1'b1;    
                    next_bit_cnt = 4'd1;
                    next_state   = S_SHIFT;
                end
            end
            S_SHIFT: begin
                if (expired) begin
                    next_state   = S_IDLE;
                    next_bit_cnt = 4'd0;
                end
                else if (ps2_edge) begin
                    shift = 1'b1;
                    if (bit_cnt == 4'd10) begin
                        next_bit_cnt = 4'd11;
                        next_state   = S_CHECK;
                    end
                    else begin
                        next_bit_cnt = bit_cnt + 4'd1;
                        next_state   = S_SHIFT;
                    end
                end
            end
            S_CHECK: begin
                if (okay) write = 1'b1;    
                next_state   = S_IDLE;
                next_bit_cnt = 4'd0;
            end
            default: begin
                next_state   = S_IDLE;
                next_bit_cnt = 4'd0;
                shift        = 1'b0;
                write        = 1'b0;
            end
        endcase
    end
    always @(posedge clk or posedge rst) begin
        if (rst) begin
            state   <= S_IDLE;
            bit_cnt <= 4'd0;
        end else begin
            state   <= next_state;
            bit_cnt <= next_bit_cnt;
        end
    end
endmodule
==> Changelog: implementation <==
### Physical design

* Die Size at 6400 sq um
* Slew Limit Fails at 0
* Initial antenna violation count at 0
* Post-layout period usage at 96.3%
* Final GP Congestion at 0.832
* Largest net degree at the start of global routing at 8
* Min Clock Period, post-route at 1.73 ns
* RSZ-0062 raised after global routing: false
* Die W at 80 microns
* Worst min path class: input pin to async pin
* Syn Inst Count at 35
* Vias per cell at 3.03
* Log Warnings at 26
* Layout Utilization at 16.0%
* PwrDens at 590 nW/um^2
* Fp_density at 10.1%
* Total congestion overflow at 0
* Required @ worst endpoint at 1.44 ns
* First-pass GRT wire length at 1240 microns
* CP Depth at 3
* Post-route setup slack at 0.0668 ns
* CTS max path bufs at 2
* Layout cell share with drive strength beyond 1 at 25.0%
* Dpl ws at -0.124 ns
* Gr usage total at 2.54%
* Vias in the first global route at 289
* Top cells excl fill/tap: 7 x buf_4, 6 x dfrtp_1, 5 x nor2_1
* Cell mode on critical path: clkdlybuf4s50_1
* Yosys cell count at 35
* CTS Hold Bufs at 0
* Crit-path cells: clkdlybuf4s50_1, and2_1, clkdlybuf4s50_1
* Critical path class: input pin to output port
* FILL cells at 395
* Yosys warning tally at 1
* N_diodes at 0
* Insertion Delay late pin at 0.25 ns
* Final wirelength at 766 microns
* Critical path arrival at 1.37 ns
* Seq share, synth at 51.1%
* CTS Sinks at 7
* Status: completed
* Leading area contributor after synthesis: dfrtp_1
* Skew final at 0.00487 ns
* Synth-to-layout area growth at 58.3%
* Routed via count at 297
* Chip Area, Yosys at 345 sq um
* Leak pwr at 0.000228 uW
* Synth cell types at 20
* Drt drc at 0
* Slew HR at 82.0%
* Fmax at 577 MHz
* Slowest cell on crit path: clkdlybuf4s50_1
* CTS H-tree lvls at 1
* Mapped Area at 345 sq um
* Worst reg2reg path depth at 5
* Drt first pass iters at 4
* Routed length per placed instance at 7.82 microns
* Final HPWL DP at 574 microns
* Number of I/O pins at 7
* Core Area at 3420 sq um
* Final setup fails at 0
* Fin area at 547 sq um
* Slowest stage delay, CP at 0.45 ns
* Setup crit end kind: output port
* CTS tree: done
* Crit-path max FO at 1
* Root buffer cell: clkbuf_4
* Most frequent logic cell in the layout: buf_4
* Cell area leaders: dfrtp_1 43%, dfstp_2 7.6%, ha_1 7.2%, nor2_1 5.4%, o31ai_1 4.3%
* Peak supply drop at 0.000116 V
* #FFs+latches synth at 7
* Port Buffers at 6
* Pin slew with the least headroom to its limit at 0.270 ns
* Final Hold Fails at 0
* Syn_area_per_cell at 9.87 sq um
* 1st-iter DRT viols at 32
* Worst-path clk slew at 0.05 ns
* Startpoint Class: input pin
* DP Area at 493 sq um
* Area leader share at 43.5%
* Die Ht at 80 microns
* # rows at 21
* Total CTS buffers at 3
* Antenna viol nets, final at 0
* Max Cap Violations at 0
* CP bufs+invs at 2
* Delay-heaviest family, CP: buffers and inverters
[state kept, by name, indices dropped and copies added (netlist names)]
| name | flops |
|---|---|
| state | 3 |
| bit_cnt | 4 |
[metrics by stage]
stage | setup TNS [ns] | cells | hold slack [ns] | power (uW)
2_1_floorplan | 0 | 35 | 0.163 | 165
3_3_place_gp | -0.0789 | 91 | 0.470 | 182
3_5_place_dp | -0.124 | 91 | 0.470 | 182
4_1_cts | 0 | 96 | 0.350 | 326
5_1_grt | 0 | 98 | 0.372 | 335
6_report | 0 | 98 | 0.337 | 323
[power by group]
group	internal, uW	switching, uW
logic	11.2	9.86
registers	158	0
clock network	84.7	59.3
[cell families after synthesis]
kind of cell,after synthesis,share of synthesized area (%)
xor gates and xnor gates,1,2.54
buffers and inverters,3,3.26
and+or+nand+nor,16,23.2
adders and majority gates,2,7.25
DFF,7,51.1
AOI/OAI and AO/OA,6,12.7
[repair_timing]
action                     in CTS  in global routing
buffers inserted                1                  2
resized                         3                  1
setup endpoints to repair       1                  1
hold endpoints to repair        0                  0
[Yosys cell counts]
library cell,count
nand3_1,1
xor2_1,1
a22o_1,1
inv_2,1
nor3b_1,1
ha_1,2
a221o_1,1
and2_1,1
nand2b_1,1
dfrtp_1,6
nor2b_1,2
o21ai_0,1
a21oi_1,1
dfstp_2,1
inv_1,2
nand4_1,1
or3_1,1
nor2_1,5
o31ai_1,2
nand2_1,3
[path summary, 6_finish.rpt]
check | from | end | slack (ns)
setup / recovery | okay | write | 0.07
hold / removal | rst | bit_cnt[0]$_DFFE_PP0N_ | 0.34
setup reg to reg | bit_cnt[0]$_DFFE_PP0N_ | state[2]$_DFF_PP0_ | 0.45
hold reg to reg | state[1]$_DFF_PP0_ | state[0]$_DFF_PP1_ | 0.48
max in group asynchronous | rst | state[0]$_DFF_PP1_ | 1.19
min in group clk0 | state[1]$_DFF_PP0_ | state[0]$_DFF_PP1_ | 0.48
[cell type report]
type,instances,area (sq um),share of cell area [%]
clock buffers,4,26.3,4.81
inverters,3,11.3,2.06
multi-input cells,25,165,30.2
flip-flops and latches,7,176,32.3
well taps,46,57.6,10.5
repair buffers,13,110,20.1
[per-layer routing]
layer | track usage [%] | vias to the layer above | wire length, microns | part of all wire, %
met5 | 0 | - | 0 | 0
met4 | 0.176 | 0 | 0 | 0
met3 | 2.61 | 0 | 120 | 16
met2 | 3.05 | 9 | 272 | 36
met1 | 3.17 | 134 | 373 | 49
li1 | - | 154 | - | -
Power and IR drop assume default switching activity.
