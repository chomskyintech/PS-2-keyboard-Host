`flow/design.v`:
```
`timescale 1ns / 1ps
module display(
input wire clk,
input wire rs,
input wire [3:0] val0,
input wire [3:0] val1,
input wire [3:0] val2,
input wire [3:0] val3,
input wire dot0,
input wire dot1,
input wire dot2,
input wire dot3,
output reg a,b,c,d,e,f,g,
output reg dp,
output reg an0,
output reg an1,
output reg an2,
output reg an3
    );
    reg [16:0]count = 17'd0;
    always@(posedge clk or posedge rs)
    if (rs) begin
    count <= 17'd0;
    end 
    else begin
    count <= count +17'd1;
    end
    wire [1:0] sel =  count [16:15];
    reg [3:0]val_next = 4'd0;
    reg dp_sel = 1'b1;
    reg [3:0] an_next = 4'b1111;
    always@(*) begin 
    case(sel)
     2'b00: begin val_next = val0; dp_sel = dot0; an_next = 4'b1110; end
     2'b01: begin val_next = val1; dp_sel = dot1; an_next = 4'b1101; end
     2'b10: begin val_next = val2; dp_sel = dot2; an_next = 4'b1011; end
     2'b11: begin val_next = val3; dp_sel = dot3; an_next = 4'b0111; end
   endcase
   end
   reg [6:0] seg_next;
    always@(*) begin
    seg_next = 7'b1111111;
    case(val_next)
    4'd0: seg_next = 7'b0000001;
            4'd1: seg_next = 7'b1001111;
            4'd2: seg_next = 7'b0010010;
            4'd3: seg_next = 7'b0000110;
            4'd4: seg_next = 7'b1001100;
            4'd5: seg_next = 7'b0100100;
            4'd6: seg_next = 7'b0100000;
            4'd7: seg_next = 7'b0001111;
            4'd8: seg_next = 7'b0000000;
            4'd9: seg_next = 7'b0000100;
            4'd10: seg_next = 7'b0001000;  
            4'd11: seg_next = 7'b1100000;  
            4'd12: seg_next = 7'b0110001;  
            4'd13: seg_next = 7'b1000010;  
            4'd14: seg_next = 7'b0110000;  
            4'd15: seg_next = 7'b0111000;  
            endcase
            end
   always@( posedge clk or posedge rs)
   if (rs) begin
   {a,b,c,d,e,f,g} <= 7'b1111111;
   dp <= 1'b1;
   {an3,an2,an1,an0} <= 4'b1111;
   end 
   else begin 
   {a,b,c,d,e,f,g} <= seg_next;
   {an3,an2,an1,an0} <= an_next;
   dp <= dp_sel ? 1'b0 : 1'b1;
   end 
endmodule
```
`flow/run.sh`:
```
#!/bin/bash
# OpenROAD 26Q1-2900-gdf79404cd8, Yosys 0.63+post, stock flow scripts
make -C /OpenROAD-flow-scripts/flow DESIGN_CONFIG=/design/flow/config.mk WORK_HOME=/design/flow/orfs finish
```
`flow/config.mk`:
```
export PLATFORM = sky130hd
export DESIGN_NAME = display
export DESIGN_NICKNAME = display
export VERILOG_FILES = /design/flow/design.v
export SDC_FILE = /design/flow/constraint.sdc
export NUM_CORES = 4
export LEC_CHECK = 1
export CORE_AREA = 10 10 102 102
export DIE_AREA = 0 0 112 112
```
`flow/constraint.sdc`:
```
current_design display

set clk_period 4.1
set clk_io_pct 0.2

create_clock -name clk0 -period $clk_period [get_ports {clk}]

set non_clock_inputs [all_inputs -no_clocks]
set_input_delay [expr $clk_period * $clk_io_pct] -clock clk0 $non_clock_inputs
set_output_delay [expr $clk_period * $clk_io_pct] -clock clk0 [all_outputs]
```
==> qor.yml <==
ff_type: "dfrtp_1"
wl_mm: 3.08
vias: 976
cp_data_required_time_ns: 4.29
flop_area_um2: 741
setup.worst_path.start: "val2[0]"
cts_tree: "done"
xor_area_frac: 0.0904
post-place-ws_ns: 1.49
vias_per_cell: 3.75
synth-edff-count: 0
gp_congestion: 0.820
intPower_uw: 475
postSynthSeqShare: 0.509
post-route-util: 0.241
path_max_fanout: 4
drc: 0
firstDrtPassIters: 4
insertedDiodeCount: 0
topCombFamilyByArea: "simple AND/OR/NAND/NOR gates"
fillers: 829
period_used_share: 0.562
cts_resized: 0
hold_start: "count[10]"
ir_drop_uv: 93.8
coreArea_um2: 8220
power_uw: 599
critPathBufInv: 2
ys_ff: 29
power_frac_seq: 0.498
worst_slew_pin_slew_ns: 0.534
rsz0062_at_grt: "false"
hpwl_mm: 2.42
drt-initial-drc-count: 14
switching_share: 0.206
cts_buffer_depth: 2
synthCells: 116
track_usage: 0.0506
setup_tns_ns: 0
synthArstFlopShare: 1.00
power_density_nw_per_um2: 302
numCtsBuffers: 5
logic_area_um2: 646
layout_top_cell: "clkdlybuf4s50_1"
crit_path_start_kind: "primary input"
slew_headroom: 0.644
ant_nets: 0
end_kind: "flop"
rows: 33
fp.dieH_um: 112
htreeDepth: 2
final_cell_area_um2: 1980
final_hold_viol_count: 0
crit_arrival_ns: 2.50
clkPwrFrac: 0.391
largest_register_ffs: 17
io_pins: 34
setup_ws_ns: 1.80
ys_cells: 116
p_leak_uw: 0.000788
area_growth_pct: 36.4
die_area_um2: 12500
aoi_share: 0.0594
crit_family: "buffers and inverters"
syn_area_per_cell_um2: 12.5
fmax_ghz: 0.434
mostFrequentLayoutCells: "clkdlybuf4s50_1 (33), dfrtp_1 (17), dfstp_2 (12)"
ys_sh_adder: 0.0602
worstSetupPathType: "primary input to flop"
drive_gt1_frac: 0.206
yosys_warnings: 1
fin_skew_ns: 0.00465
fp.dieW_um: 112
routedWlPerCell_um: 11.9
mux_share: 0.108
timing.final.crit_period_ns: 2.30
yosys.area_share.simple: 0.126
grt.overflow.total: 0
hp-class: "flop to flop"
port_buffers: 33
finalMaxSlewViolations: 0
crit_path_max_incr_delay_ns: 0.54
warnings: 29
ys_area_um2: 1450
fp_util: 0.177
cts_hold_buf: 0
cts-root-buf: "clkbuf_8"
clock_latency_ns: 0.27
postCtsSetupBuffers: 0
placed_area_um2: 1890
antenna_found_initial: 0
reg2reg_from: "count[15]"
clkSinkCount: 29
maxCapViolations: 0
grt_pass1_vias: 1095
clkTransAtPathRegs_ns: 0.06
grt_max_degree: 30
pwr-share-comb: 0.110
yosysUniqueCellTypes: 29
path_cells: "clkdlybuf4s50_1 -> mux4_2 -> ha_1 -> inv_1 -> nor2_1 -> a211oi_1 -> a31oi_1"
status: "finished clean"
syn_area_um2: 1450
p_switching_uw: 123
grt_pass1_wl_mm: 5.29
largest-register: "count"
critPathSlowestCell: "mux4_2"
setup_viol: 0
-- kinds of logic (layout without fill, tap and decap cells) --
| family | Yosys count | after routing |
|---|---|---|
| compound gates | 11 | 11 |
| xor+xnor | 15 | 15 |
| fa+ha+maj | 7 | 7 |
| mux | 8 | 8 |
| buf+inv | 13 | 52 |
| flops | 29 | 29 |
| simple gates | 33 | 33 |
-- per-stage QoR --
stage	std cells	hold WS, ns
6_report	260	0.467
5_1_grt	260	0.498
4_1_cts	260	0.470
3_5_place_dp	252	0.458
3_3_place_gp	252	0.456
2_1_floorplan	116	0.438
-- area by class of cell --
| cell class | count | share of cell area |
|---|---|---|
| clock buffers | 8 | 0.0454 |
| inverters | 10 | 0.0189 |
| multi-input cells | 74 | 0.326 |
| flip-flops and latches | 29 | 0.374 |
| well taps | 105 | 0.0662 |
| repair buffers | 34 | 0.170 |
-- worst reg2reg max path, delay by kind of cell, from the launching register on --
kind	cells	cell delay, ns
fa+ha+maj	1	0.25
flops	1	0.68
simple gates	1	0.06
mux	1	0.64
compound gates	2	0.27
buf+inv	1	0.12
-- synthesized netlist by cell type, types with 2 or more instances --
cell,n,area [µm²]
dfrtp_1,17,425
nand2b_1,3,18.8
buf_6,2,22.5
dfstp_2,12,315
o21a_1,2,15.0
nor3_1,3,15.0
and3_1,2,12.5
mux4_2,6,135
nand3_1,5,25.0
nor2_1,3,11.3
inv_1,10,37.5
mux2_2,2,22.5
nand2_1,9,33.8
o22ai_1,3,18.8
ha_1,7,87.6
nand4_1,4,25.0
xnor2_1,10,87.6
xor2_1,5,43.8
-- power groups by stage --
stage	registers, µW	logic [µW]	clock network, µW
global route	299	73.2	256
finish	299	65.9	234
CTS	299	67.8	246
-- final timing paths --
path,end,slack [ns],cells after the start
max,d,1.80,7
min,count[10],0.47,1
max reg2reg,d,2.01,6
min reg2reg,count[10],0.47,1
max in group asynchronous,an1,2.86,3
min in group asynchronous,count[0],0.92,3
-- routing by layer --
metal / wire [µm] / global-route usage / vias to the layer above
li1: - / - / 474
met1: 1320 / 0.0601 / 470
met2: 1490 / 0.0839 / 30
met3: 267 / 0.0250 / 2
met4: 12 / 0.00508 / 0
met5: 0 / 0 / -
Power figures rest on the tool's default switching activity, not on a simulated workload.
