[constraint.sdc]
current_design my_fsm

set clk_period 2.6
set clk_io_pct 0.2

create_clock -name clk0 -period $clk_period [get_ports {clk}]

set non_clock_inputs [all_inputs -no_clocks]
set_input_delay [expr $clk_period * $clk_io_pct] -clock clk0 $non_clock_inputs
set_output_delay [expr $clk_period * $clk_io_pct] -clock clk0 [all_outputs]
[run.sh]
#!/bin/bash
# OpenROAD 26Q1-2900-gdf79404cd8, Yosys 0.63+post, stock flow scripts
make -C /OpenROAD-flow-scripts/flow DESIGN_CONFIG=/design/flow/config.mk WORK_HOME=/design/flow/orfs finish
[config.mk]
export PLATFORM = sky130hd
export DESIGN_NAME = my_fsm
export DESIGN_NICKNAME = my_fsm
export VERILOG_FILES = /design/flow/design.v
export SDC_FILE = /design/flow/constraint.sdc
export NUM_CORES = 4
export LEC_CHECK = 1
export CORE_AREA = 10 10 72 72
export DIE_AREA = 0 0 82 82
[design.v]
`timescale 1ns / 1ps
module my_fsm (
    input  wire clk,
    input  wire rst,         
    input  wire ps2_edge,    
    input  wire expired,     
    input  wire okay,        
    output reg  shift,       
    output reg  write        
);
    localparam IDLE     = 2'd0;
    localparam SHIFTING = 2'd1;
    localparam WRITE    = 2'd2;
    reg [1:0] state, next_state;
    reg [3:0] bit_cnt, next_bit_cnt;
    always @(*) begin
        next_state   = state;
        next_bit_cnt = bit_cnt;
        shift = 1'b0;
        write = 1'b0;
        case (state)
            IDLE: begin
                next_bit_cnt = 4'd0;
                if (expired) begin
                    next_state = IDLE;  
                end else if (ps2_edge) begin
                    shift = 1'b1;
                    next_bit_cnt = 4'd1;
                    next_state = SHIFTING;
                end
            end
            SHIFTING: begin
                if (expired) begin
                    next_state   = IDLE;
                    next_bit_cnt = 4'd0;
                end else if (ps2_edge) begin
                    shift = 1'b1;
                    if (bit_cnt == 4'd10) begin
                        if (okay) begin
                            next_state = WRITE;
                        end else begin
                            next_state = IDLE;
                        end
                        next_bit_cnt = 4'd0;
                    end else begin
                        next_bit_cnt = bit_cnt + 4'd1;
                    end
                end
            end
            WRITE: begin
                write = 1'b1;
                next_state = IDLE;
            end
            default: begin
                next_state   = IDLE;
                next_bit_cnt = 4'd0;
            end
        endcase
    end
    always @(posedge clk or posedge rst) begin
        if (rst) begin
            state   <= IDLE;
            bit_cnt <= 4'd0;
        end else begin
            state   <= next_state;
            bit_cnt <= next_bit_cnt;
        end
    end
endmodule
==> Table 3: Implementation characteristics <==
Physical implementation characteristics

Parameter                              Value

Timing
  Slew headroom    0.812
  Unrepaired setup endpoints after global routing    no
  Setup TNS after final layout    0 ps
  Period minus WS final    2260 ps
  Transition at the pin with the smallest max-transition slack    279 ps
  Number of endpoints failing setup at the final stage    0
  Count of endpoints failing hold in the final timing report    0
  Ratio of final minimum period to clock period    0.869
  Clk_skew    1.25 ps
  Max-slew violation total from the final report    0
  Top achievable clock speed    0.443 GHz

CTS
  Clock-pin slew on the worst setup and hold paths    40 ps
  Sink Count    7
  Post-CTS Setup Repair Bufs    0
  TritonCTS clock tree    done
  Clock latency of the later-clocked register in the worst-skew pair    220 ps
  CTS H-tree lvls    1
  Hold-fix buffers at CTS    0
  Num CTS Buffers    3
  Number of instances resized during post-cts repair    0
  Root Buffer Master    sky130_fd_sc_hd__clkbuf_8
  Worst-case clock buffer depth    2

Routing
  Overall via count from detail_route    358
  1st-pass router iterations    4
  Number of diodes    0
  Number of nets with antenna violations after routing    0
  Drt wl/cell    9.12 um
  Post-Route WL    921 um
  DRC violations left    0
  First DRT Iteration DRCs    16
  Via density per instance    3.54

Finish
  Share of the core filled with cells in the final layout    0.160
  Share of cells above drive strength 1    0.151
  Layout area overhead    39.5%

Synthesis
  Cell types with the highest counts after synthesis    sky130_fd_sc_hd__dfrtp_1 (6), sky130_fd_sc_hd__inv_1 (4), sky130_fd_sc_hd__nand2_1 (3), sky130_fd_sc_hd__nor2_1 (3)
  Yosys chip area    424 sq um
  Post-synth tally of flip-flops with integrated enable    0
  Post-synthesis sequential element count    7
  Combined area of all synthesized cells    424 sq um
  Yosys top cell by area    sky130_fd_sc_hd__dfrtp_1
  Count leader, synth    sky130_fd_sc_hd__dfrtp_1
  Syn avg cell area    9.86 sq um
  Synthesized netlist cell count    43
  Share of the yosys chip area belonging to registers    0.416
  Area share, top type    0.354
  Distinct lib cells    26
  Fraction of synthesis flops using an asynchronous set or reset pin    1.00
  Yosys stat cell total    43
  Synth warnings    1
  Top area cell types    sky130_fd_sc_hd__dfrtp_1 (35%), sky130_fd_sc_hd__dfstp_2 (6.2%), sky130_fd_sc_hd__ha_1 (5.9%)
  Dominant register cell in the synthesized netlist    sky130_fd_sc_hd__dfrtp_1

Floorplan
  Die area    0.00672 sq mm
  Chip width    82 um
  Cell Rows    22
  Die Height    82 um
  Number of placed I/O pins    7
  Core area    0.00369 sq mm
  Core utilization before placement    0.115

Placement
  I/O Buffers    6
  Post-DP HPWL    712 um
  Gp weighted congestion    0.850

Pwr
  Worst ir drop on vdd    134 uV
  Pleak    0.000253 uW
  Power density of the placed cells    510 mW/mm^2

Setup path
  Biggest cell delay along the critical path    520 ps
  Kind of capture point of the worst setup path    output port
  CP cell instances    clkdlybuf4s50_1 > nor3b_1 > clkdlybuf4s50_1
  Critical-path cell with the highest stage delay    sky130_fd_sc_hd__clkdlybuf4s50_1
  Endpoint arrival time on the critical path    1740 ps
  Crit path top cell by count    sky130_fd_sc_hd__clkdlybuf4s50_1
  Category of the critical setup timing path    in -> out
  Critical Path Start Type    input port
  Number of buffer and inverter instances along the worst setup path    2
  Worst path required time    2080 ps
  Largest fanout on the critical path    4
  Delay-heaviest family, CP    buffers and inverters

Job
  Max cap viols    0
  Number of logged tool warnings    26

Status
  Run status    finished, final reports clean

Global route
  Antenna violations before repair    0
  Number of global-route vias before repair    381
  Global-route usage over all layers    0.0283
  Remaining global-route overflow    0
  Wire length of the first global-routing pass    1.56 mm
  Largest net degree at the start of global routing    10

Hold path
  Type of the tightest min-delay check    in -> async
[worst paths after layout]
path	startpoint	endpoint	slack, ps	cells after the start
setup / recovery	ps2_edge	shift	340	3
hold / removal	rst	bit_cnt[2]	530	2
setup reg to reg	bit_cnt[0]	bit_cnt[1]	1170	5
hold reg to reg	bit_cnt[1]	bit_cnt[1]	550	1
max in group asynchronous	rst	state[0]	1800	2
min in group clk0	bit_cnt[1]	bit_cnt[1]	550	1
[layer usage]
metal | track usage | vias up | wire (um)
met2 | 0.0455 | 11 | 421
met1 | 0.0344 | 167 | 398
li1 | - | 180 | -
met5 | 0 | - | 0
met4 | 0.00170 | 0 | 0
met3 | 0.0154 | 0 | 102
[stage by stage]
step           total power [uW]  setup slack, ps  instances  hold WS, ps  cell area [sq um]
3_5_place_dp                153              318         97          551                547
2_1_floorplan               138             1290         43          323                424
4_1_cts                     308              312        101          539                592
6_report                    302              340        101          531                592
3_3_place_gp                152              296         97          540                547
5_1_grt                     316              252        101          555                592
[where the power goes]
group          internal [uW]  switching, uW  leakage, uW
Clock                    106           44.9    0.0000228
Combinational           17.1           14.9     0.000138
Sequential               114           4.90    0.0000922
[final cells by class]
cell class                 instances  area, sq um
clock buffer                       4         45.0
fill                             420         3100
inverter                           4         15.0
multi-input combinational         31          228
sequential                         7          176
tap                               48         60.1
timing repair buffer               7         67.6
[logic make-up after synthesis]
group                    after synthesis  synth area share
adder cells (fa/ha/maj)                2            0.0590
flip-flops                             7             0.416
AND/OR/NAND/NOR                       20             0.319
buffers and inverters                  5            0.0472
AND-OR/OR-AND                          9             0.159
[flip-flops by register name, indices dropped and copies added (netlist names)]
register  count
bit_cnt       4
state         3
[cell usage in the layout, fill, tap and decap left out, types with 2 or more instances in the layout]
master                            count
sky130_fd_sc_hd__a211oi_1             2
sky130_fd_sc_hd__clkbuf_8             3
sky130_fd_sc_hd__clkdlybuf4s50_1      6
sky130_fd_sc_hd__dfrtp_1              6
sky130_fd_sc_hd__ha_1                 2
sky130_fd_sc_hd__inv_1                4
sky130_fd_sc_hd__nand2_1              3
sky130_fd_sc_hd__nand4b_1             2
sky130_fd_sc_hd__nor2_1               3
sky130_fd_sc_hd__nor3_1               2
sky130_fd_sc_hd__nor3b_1              2
Power figures rest on the tool's default switching activity, not on a simulated workload.
